==> flow/design.v <==
`timescale 1ns / 1ps
module clk_div #(parameter Isysclk_Tns =20 , Osysclk_Tns=200)
(
    input       locked   ,
    input       clk_in ,              
    output reg clkout 
);
reg [4:0] cnt;
localparam bps_tx_low=Osysclk_Tns/Isysclk_Tns/2;
localparam bps_tx_hig=Osysclk_Tns/Isysclk_Tns;
always @(posedge clk_in or negedge locked) begin
  if(!locked) begin
    clkout  <=0;
    cnt     <=5'd0;
  end 
  else if(cnt == bps_tx_low-1)
  begin
    clkout <= ~clkout;
    cnt <=5'd0;
  end
  else begin
    cnt <= cnt + 5'd1;
    clkout <= clkout;
  end
end
endmodule
==> flow/run.sh <==
#!/bin/bash
# OpenROAD 26Q1-2900-gdf79404cd8, Yosys 0.63+post, stock flow scripts
make -C /OpenROAD-flow-scripts/flow DESIGN_CONFIG=/design/flow/config.mk WORK_HOME=/design/flow/orfs finish
==> flow/config.mk <==
export PLATFORM = sky130hd
export DESIGN_NAME = clk_div
export DESIGN_NICKNAME = clk_div
export VERILOG_FILES = /design/flow/design.v
export SDC_FILE = /design/flow/constraint.sdc
export NUM_CORES = 4
export LEC_CHECK = 1
export CORE_AREA = 10 10 70 70
export DIE_AREA = 0 0 80 80
==> flow/constraint.sdc <==
current_design clk_div

set clk_period 2.3
set clk_io_pct 0.2

create_clock -name clk0 -period $clk_period [get_ports {clk_in}]

set non_clock_inputs [all_inputs -no_clocks]
set_input_delay [expr $clk_period * $clk_io_pct] -clock clk0 $non_clock_inputs
set_output_delay [expr $clk_period * $clk_io_pct] -clock clk0 [all_outputs]
==> results.yml <==
# yosys + openroad results
run_status:
  run_status: "finished, final reports clean"
worst_setup_path:
  worst_path_bufs_invs: 1
  crit_path_start_kind: "register"
  path_delay_family: "buffers and inverters"
  data_arrival_time_at_the_worst_slack_endpoint_ps: 1060
  critical_path.cell_chain: "clkdlybuf4s50_1"
  setup.worst_path.class: "register to primary output"
  worst_path_max_delay_cell: "clkdlybuf4s50_1"
  crit_path_max_incr_delay_ps: 470
  worstPathMaxFanout: 2
  data_required_time_at_the_worst_endpoint_ps: 1840
  worst_setup_path_end_kind: "primary output"
final_timing:
  worst_slew_margin_rel: 0.817
  period_needed_ps: 1520
  fin_worst_hold_slack_ps: 461
  final-hold-violation-count: 0
  rsz0062_at_grt: "false"
  timing_worst_slew_pin_value_ps: 273
  fin_ws_ps: 781
  setup_tns_ps: 0
  fin_crit_sh: 0.660
  fmax_ghz: 0.658
  fin_worst_skew_ps: 2.97
  setup-violations-final: 0
  final-max-slew-violation-count: 0
global_routing:
  track_usage: 0.0133
  grt_first_pass_wirelength_um: 703
  antenna_violations_before_repair: 0
  grt.overflow.total: 0
  grt_start_max_net_pins: 7
  first_global_vias: 178
detailed_routing:
  drt.antenna.violating_nets: 0
  routed_wl_um: 421
  antenna_cells_inserted: 0
  route.detailed.drc: 0
  drt_iter0_markers: 1
  drt_pass1_iterations: 3
  detailroute.via_count: 179
  detail_route.wl_per_cell_um: 5.61
  vias_per_cell: 2.39
die:
  row_count: 21
  std_cell_core_area_mm2: 0.00342
  die_h_um: 80
  floorplan.die_area_mm2: 0.00640
  core_util_floorplan: 0.0784
  dieWidth_um: 80
  boundaryPins: 3
pwr:
  ir_drop_v: 0.000181
  power_density_mw_per_mm2: 553
  power.total_uw: 204
  static_leakage_nw: 0.170
synthesis:
  synthCells: 24
  post_synth_instance_area_um2: 268
  ys_cells: 24
  yosys_warnings: 1
  yosys.stat.seqShare: 0.561
  yosys.stat.chipArea_um2: 268
  postSynthAreaPerCell_um2: 11.2
  synth_cell_type_count: 13
  ys_seq_elements: 6
place:
  placedCellCount: 72
  routabilityCongestion: 0.727
  hpwlAfterDp_um: 325
  port-buffer-count: 2
  place_area_um2: 345
  preCtsSetupSlack_ps: 951
clocking:
  cts.hold.buffers_added: 0
  maximum_buffer_depth_of_the_clock_tree: 2
  tritoncts.num_buffers: 3
  clock_insertion_delay_worst_skew_ps: 240
  clock_tree.htree_level_count: 1
  cts.repair_timing.setup_buffer_count: 0
  cts_tree: "yes"
  cts_resized: 0
  tritoncts_num_sinks: 6
  cts.reportedPaths.clkPinSlew_ps: 40
  clock-root-buffer: "clkbuf_4"
finish:
  fraction_of_final_layout_cells_with_drive_strength_greater_than_1: 0.172
  layout-area-overhead-vs-synth_pct: 37.4
  utilization: 0.108
  design_area_um2: 368
  layoutNonFillerInstCount: 75
  fillers: 407
hold_path:
  type_of_the_tightest_min_delay_check: "input pin to async pin"
flow_run:
  drv_cap: 0
  tool_warnings: 26
==> Yosys cell counts (all sizes together) <==
cell type / count / area share
nor2: 2 / 0.037
inv: 4 / 0.056
xnor2: 1 / 0.033
nor3: 1 / 0.019
ha: 2 / 0.093
xor2: 1 / 0.033
or3b: 1 / 0.033
a21o: 1 / 0.028
and2b: 1 / 0.033
nand3: 3 / 0.056
dfrtp: 6 / 0.56
o21ai: 1 / 0.019
==> state kept, by name (all words and copies together), names as in the netlist <==
register and cells:
cnt 5, clkout 1
==> power breakdown <==
group          leakage [nW]  switching, mW  internal, mW
registers            0.0699              0         0.106
logic                0.0859        0.00194       0.00151
clock network        0.0138         0.0353        0.0588
==> cell type report <==
type / instances / area (um^2) / area share
Sequential cell: 6 / 150 / 0.408
Multi-Input combinational cell: 14 / 103 / 0.279
Tap cell: 46 / 57.6 / 0.156
Clock buffer: 3 / 22.5 / 0.0612
Timing Repair Buffer: 2 / 20.0 / 0.0544
Inverter: 4 / 15.0 / 0.0408
==> worst paths after layout <==
kind | depth (start not counted) | slack [ps] | end | startpoint
worst max-delay path | 1 | 780 | clkout | clkout
worst min-delay path | 1 | 460 | cnt[2] | locked
worst max register to register | 5 | 950 | clkout | cnt[0]
worst min register to register | 1 | 460 | clkout | clkout
max in group asynchronous | 1 | 1620 | cnt[1] | locked
min in group clk0 | 1 | 460 | clkout | clkout
==> kinds of logic after synthesis <==
family                     synth area share
AOI/OAI and AO/OA                    0.0467
xor gates and xnor gates             0.0654
adders and majority gates            0.0934
buffers and inverters                0.0561
DFF                                   0.561
and+or+nand+nor                       0.178
==> layer usage <==
layer | global-route usage | wire, um | vias to the layer above
li1 | - | - | 87
met1 | 0.0141 | 172 | 89
met2 | 0.0193 | 217 | 1
met3 | 0.00682 | 18 | 2
met4 | 0.0106 | 13 | 0
met5 | 0 | 0 | -
==> cell usage in the layout (no fill, tap or decap) <==
cell type / n
xor2_1: 1
clkdlybuf4s50_1: 2
o21ai_0: 1
clkbuf_4: 3
nor2_2: 1
nor3_1: 1
xnor2_1: 1
dfrtp_1: 6
nand3_1: 3
a21o_1: 1
ha_1: 2
inv_1: 4
and2b_2: 1
or3b_1: 1
nor2_1: 1
No activity file was given, so power comes from the tool's default toggle rates.
