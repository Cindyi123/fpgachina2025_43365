[design/flow/run.sh]
#!/bin/bash
# OpenROAD 26Q1-2900-gdf79404cd8, Yosys 0.63+post, stock flow scripts
make -C /OpenROAD-flow-scripts/flow DESIGN_CONFIG=/design/flow/config.mk WORK_HOME=/design/flow/orfs finish
[design/flow/design.v]
`timescale 1ns / 1ps
module PID_UV_LED(
    input wire          clk         ,             
    input wire          rst_n       , 
    input wire [31:0]   P_measure           ,       
    input wire [31:0]   P_target    , 
    output reg [31:0]   i_current 
);
parameter KP = 32'd41943040;         
parameter KI = 32'd838861;         
parameter KD = 32'd83886;         
reg [31:0] error;          
reg [31:0] integral;       
reg [31:0] previous_error;  
reg [31:0] derivative;     
reg [31:0] control_signal;  
always @(posedge clk ) begin
    if (!rst_n) begin
        i_current       <= 32'd0;
        error           <= 32'd0;
        integral        <= 32'd0;
        previous_error  <= 32'd0;
        derivative      <= 32'd0;
        control_signal  <= 32'd0;
    end else begin
        error <= P_target - P_measure;
        integral <= integral + error;
        derivative <= error - previous_error ;
        control_signal <= ((KP * error) >> 23) + ((KI * integral) >> 23) + ((KD * derivative) >> 23);
        i_current <= i_current + control_signal;
        if (i_current < 32'd0) begin
            i_current <= 32'd0;
        end else if (i_current > 32'd167772 ) begin  
            i_current <= 32'd167772  ;
        end
        previous_error <= error;
    end
end
endmodule
[design/flow/config.mk]
export PLATFORM = sky130hd
export DESIGN_NAME = PID_UV_LED
export DESIGN_NICKNAME = PID_UV_LED
export VERILOG_FILES = /design/flow/design.v
export SDC_FILE = /design/flow/constraint.sdc
export NUM_CORES = 4
export LEC_CHECK = 1
export CORE_UTILIZATION = 30
[design/flow/constraint.sdc]
current_design PID_UV_LED

set clk_period 9.2
set clk_io_pct 0.2

create_clock -name clk0 -period $clk_period [get_ports {clk}]

set non_clock_inputs [all_inputs -no_clocks]
set_input_delay [expr $clk_period * $clk_io_pct] -clock clk0 $non_clock_inputs
set_output_delay [expr $clk_period * $clk_io_pct] -clock clk0 [all_outputs]
==> notes.md <==
Latest figures from synthesis and place and route.

The class of the worst hold path is flip-flop to flip-flop. The data arrival time of the critical path is 8530 ps. The number of DRC violations after detailed routing is 0. Of all flip-flops after synthesis, the portion carrying an async set or reset was 0. Sorting the synthesized cells by area gives the leading types as sky130_fd_sc_hd__fa_1, sky130_fd_sc_hd__ha_1, sky130_fd_sc_hd__dfxtp_1. 98 I/O pins were placed. The delay of the slowest cell on the worst path is 560 ps. Per the final layout report, the fraction of cells sized above drive strength 1 comes to 0.02561.

The final timing report gives a worst setup slack of 972.4 ps. The overall chip area is 79900 sq um. Of the synthesized area, sequential elements account for 0.1432. The synthesis area per yosys is 23630 sq um. The area added between synthesis and finish is 12.19%. The routed length per placed instance is 15.02 microns. The highest clock rate this design can be run at is 0.1215 GHz. At the placement stage, the worst setup path has a slack of 864.0 ps. The flow ran to the end, and the final reports show no timing, DRC or antenna violations. The number of nets with antenna violations after routing is 0.

The buffer_ports step reported a buffer count of 97. The area share of the largest cell type after synthesis is 0.2872. According to the floorplan report, the die width is 282.7 microns. Buffers added to address setup during post-CTS repair amount to 0. The detailed-route via count is 16195. In the Yosys report the total cell count is 2490.

The wire length of the first global-routing pass is 89.90 mm. In the final timing run, aggregate negative setup slack is 0 ps. The leftover overflow at the end of global routing is 0.

The category of the most critical setup path is flip-flop to flip-flop. Setup repair after global routing left no endpoint under its margin. The nature of the critical path endpoint is a flip-flop. CTS saw 169 sinks.

The number of library cell types mapped by synthesis is 77. The clock slew seen by the registers of the worst setup and hold paths is 70 ps. In this run, synthesis inferred 0 flip-flops with an integrated enable. The root buffer cell chosen for the clock tree is sky130_fd_sc_hd__clkbuf_16. The report counts max-capacitance violations totalling 0. The worst clock skew is 11.24 ps. The first-iteration detailed-routing DRC count is 744. After synthesis, the mean cell area works out to 9.491 sq um. Endpoints with negative setup slack in the final report add up to 0. The number of global-route vias before repair was 16409. After synthesis the cells add up to 23630 sq um.

The logs give a warning total of 28. The tally of yosys warning messages is 1. After detailed placement, the design holds a cell count of 3625. The launching element type of the critical path is a flip-flop. The slew at the pin closest to its max-slew limit is 745.5 ps.

Of all nets on the critical path, the largest fanout is 6. The number of failing hold endpoints at the final stage is 0. Dividing the final minimum period by the clock period gives 0.8943. Summed over all instances, the cell type with the most area after synthesis is sky130_fd_sc_hd__fa_1. The number of hold-repair buffers added at the cts stage is 0. Per the post-synthesis report, the number of cells in the design is 2490. The tally of non-filler cells in the final layout is 3657. For this run, the total global-route usage over all layers was measured as 0.1516. Counting stages on the worst path, the most repeated cell is sky130_fd_sc_hd__fa_1. The clock passes through at most 2 buffers. Once detailed placement completed, the half-perimeter wirelength came to 47.81 mm.

The detailed-route wire length is 54.93 mm. For this configuration, the core starts out at a cell density of 0.3041. The final hold slack is 511.1 ps. The first TritonRoute pass finished after 5 iterations. At the end of routability-driven placement, the weighted congestion stood at 0.9329. The final timing report derives a shortest allowable period of 8228 ps. Entering global routing, the biggest net connects 64 pins. Dividing the detail-routed via count by the number of cells gives 4.428. The CTS report gives the tree buffer count as 17. The initial antenna violation count is 0. The synthesis report names the predominant flop master as sky130_fd_sc_hd__dfxtp_1. The latest clock arrival within the worst-skew pair is 450 ps.

The die height is 282.7 microns. Among all stages on the critical path, the largest delay is contributed by sky130_fd_sc_hd__a2111oi_2. According to the timing report, the data required time at the worst endpoint equals 9510 ps.

The number of gates resized after CTS is 0. The number of pins with negative max-slew slack in the final report is 0. The area of the core region is 77720 sq um.

TritonCTS built the clock tree. The H-tree depth is 4. The relative max-transition margin is 0.4965. The floorplan has 102 rows. The post-synth register bit count is 169.
-- cell usage in the layout, fill, tap and decap left out, types with 12 or more instances in the layout --
cell type,Yosys,layout
sky130_fd_sc_hd__a211oi_1,14,14
sky130_fd_sc_hd__a21o_1,58,58
sky130_fd_sc_hd__a21oi_1,111,111
sky130_fd_sc_hd__and2_1,42,42
sky130_fd_sc_hd__and3_1,18,18
sky130_fd_sc_hd__clkbuf_16,0,17
sky130_fd_sc_hd__clkdlybuf4s50_1,0,96
sky130_fd_sc_hd__conb_1,1,14
sky130_fd_sc_hd__dfxtp_1,169,169
sky130_fd_sc_hd__fa_1,339,339
sky130_fd_sc_hd__ha_1,420,420
sky130_fd_sc_hd__inv_1,635,634
sky130_fd_sc_hd__mux2i_1,13,13
sky130_fd_sc_hd__nand2_1,59,59
sky130_fd_sc_hd__nand2b_1,26,26
sky130_fd_sc_hd__nand3_1,23,23
sky130_fd_sc_hd__nor2_1,116,116
sky130_fd_sc_hd__nor2b_1,15,15
sky130_fd_sc_hd__nor3_1,37,37
sky130_fd_sc_hd__o21a_1,22,22
sky130_fd_sc_hd__o21ai_0,58,58
sky130_fd_sc_hd__o21bai_1,12,12
sky130_fd_sc_hd__xnor2_1,84,84
sky130_fd_sc_hd__xor2_1,45,45
-- critical path: cells and delay by family, from the launching register on --
| family | cells | cell delay [ps] |
|---|---|---|
| simple gates | 6 | 620 |
| buf+inv | 4 | 200 |
| flops | 1 | 550 |
| xor+xnor | 2 | 290 |
| compound gates | 9 | 2130 |
| fa+ha+maj | 10 | 4290 |
-- kinds of logic (layout without fill, tap and decap cells) --
family | count (synthesis) | count (layout) | share of synthesized area
fa+ha+maj | 759 | 759 | 0.5095
buf+inv | 657 | 770 | 0.1044
simple gates | 389 | 389 | 0.08355
compound gates | 373 | 373 | 0.1059
flops | 169 | 169 | 0.1432
xor+xnor | 129 | 129 | 0.04781
mux | 13 | 13 | 0.005506
other cells | 1 | 15 | 0.0001587
-- state kept, by name, summed over array words and instances, names as in the netlist --
name            count
error              32
i_current          32
integral           32
derivative         31
previous_error     31
control_signal     11
-- Yosys cell counts (4+ instances only) --
| cell | n |
|---|---|
| sky130_fd_sc_hd__a211o_1 | 10 |
| sky130_fd_sc_hd__nand2b_1 | 26 |
| sky130_fd_sc_hd__mux2i_1 | 13 |
| sky130_fd_sc_hd__o31ai_1 | 6 |
| sky130_fd_sc_hd__nor2b_1 | 15 |
| sky130_fd_sc_hd__xor2_1 | 45 |
| sky130_fd_sc_hd__nand3_1 | 23 |
| sky130_fd_sc_hd__o22ai_1 | 4 |
| sky130_fd_sc_hd__o21bai_1 | 12 |
| sky130_fd_sc_hd__a211oi_1 | 14 |
| sky130_fd_sc_hd__and3_1 | 18 |
| sky130_fd_sc_hd__nor3b_1 | 10 |
| sky130_fd_sc_hd__o21ai_0 | 58 |
| sky130_fd_sc_hd__nor2_1 | 116 |
| sky130_fd_sc_hd__o2111ai_1 | 4 |
| sky130_fd_sc_hd__a21o_1 | 58 |
| sky130_fd_sc_hd__xnor2_1 | 84 |
| sky130_fd_sc_hd__o211ai_1 | 9 |
| sky130_fd_sc_hd__ha_1 | 420 |
| sky130_fd_sc_hd__dfxtp_1 | 169 |
| sky130_fd_sc_hd__a21oi_1 | 111 |
| sky130_fd_sc_hd__nor3_1 | 37 |
| sky130_fd_sc_hd__or3_1 | 4 |
| sky130_fd_sc_hd__o21a_1 | 22 |
| sky130_fd_sc_hd__a21boi_0 | 10 |
| sky130_fd_sc_hd__nand2_1 | 59 |
| sky130_fd_sc_hd__clkbuf_1 | 18 |
| sky130_fd_sc_hd__inv_1 | 635 |
| sky130_fd_sc_hd__and2_1 | 42 |
| sky130_fd_sc_hd__a31oi_1 | 10 |
| sky130_fd_sc_hd__nor4_1 | 7 |
| sky130_fd_sc_hd__fa_1 | 339 |
| sky130_fd_sc_hd__nand4_1 | 10 |
-- through the flow --
| stage | instance area (sq um) | util |
|---|---|---|
| final | 26510 | 0.3411 |
| after global routing | 26510 | 0.3411 |
| after CTS | 26510 | 0.3411 |
| after global placement | 25920 | 0.3334 |
| after detailed placement | 25920 | 0.3334 |
| after floorplan | 23680 | - |
-- path summary, 6_finish.rpt --
kind                     startpoint           endpoint  slack (ps)  cells after the start
setup / recovery        integral[8]  control_signal[9]         970                     31
hold / removal    previous_error[0]      derivative[0]         510                      2
setup reg to reg        integral[8]  control_signal[9]         970                     31
hold reg to reg   previous_error[0]      derivative[0]         510                      2
-- metal layers --
metal  part of all wire  track usage  up-vias
li1                   -            -     8175
met1               0.48       0.2325     7576
met2               0.42       0.2157      415
met3              0.087      0.05434       27
met4              0.011      0.01344        2
met5             0.0035      0.01648        -
-- area by class of cell --
| class | instances | area (sq um) |
|---|---|---|
| antenna | 1 | 2.502 |
| clock buffer | 18 | 429.2 |
| clock inverter | 13 | 165.2 |
| fill | 7865 | 51210 |
| inverter | 636 | 2389 |
| multi-input combinational | 1677 | 17830 |
| sequential | 169 | 3383 |
| tap | 1040 | 1301 |
| timing repair buffer | 103 | 1011 |
